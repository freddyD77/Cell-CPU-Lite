## flow/design.v

```verilog
module Byte(
  input                 	clk, reset, flush,
  input      	[0:127]    	data_ra, data_rb,
  input      	[0:6]    	addr_rt,
  input      	[0:10]     	opcode,
  output logic 	[0:138]    	out_data);
  logic [0:138] result, result_reg, result_reg_1;
  logic [0:9]	temp;
  always_ff @(posedge clk) begin
    if(reset) begin
	  result_reg <= 0;
	  result_reg_1 <= 0;
	  out_data <= 0;
	end
	else begin
	  result_reg <= result;
	  result_reg_1 <= (flush) ? 0 : result_reg;
	  out_data <= result_reg_1;
	end
  end
  always_comb begin
	integer i,j;
	result[128:130] = 3'd4;
	result[131] = 1'b1;
	result[132:138] = addr_rt;
	case(opcode)
	    11'b01010110100: begin  
		  for(i = 0; i < 16; i++) begin
			temp = 0;
			for(j = 0; j < 8; j++) begin
			  if(data_ra[(i * 8) + j] == 1'b1) temp = temp + 1;
			end
			result[(i * 8) +:8] = temp[2:9];
		  end
		end
		11'b00011010011: begin  
		  for(i = 0; i < 16; i++) begin
			temp = {{2'b00}, data_ra[(i * 8) +:8]} + {{2'b00}, data_rb[(i * 8) +:8]} + 1;
			temp = temp >> 1;
			result[(i * 8) +:8] = temp[2:9];
		  end
		end
		11'b00001010011: begin  
		  for(i = 0; i < 16; i++) result[(i * 8) +:8] = (data_rb[(i * 8) +:8] > data_ra[(i * 8) +:8]) ? (data_rb[(i * 8) +:8] - data_ra[(i * 8) +:8]) 
									: (data_ra[(i * 8) +:8] - data_rb[(i * 8) +:8]);
		end
		11'b01001010011: begin  
		  j = 0;
		  for(i = 0; i < 4; i++) begin
			result[(i * 32) +:16] = data_rb[(j * 32) +:8] + data_rb[((j * 32) + 8) +:8] + data_rb[((j * 32)+16) +:8] + data_rb[((j * 32) + 24) +:8];
			result[((i * 32) + 16) +:16] = data_ra[(j * 32) +:8] + data_ra[((j * 32) + 8) +:8] + data_ra[((j * 32)+16) +:8] + data_ra[((j * 32) + 24) +:8];
			j = j + 1;
		  end
		end
		default: result = 0;
	endcase
  end
endmodule
```

## flow/run.sh

```bash
#!/bin/bash
# OpenROAD 26Q1-2900-gdf79404cd8, Yosys 0.63+post, stock flow scripts
make -C /OpenROAD-flow-scripts/flow DESIGN_CONFIG=/design/flow/config.mk WORK_HOME=/design/flow/orfs finish
```

## flow/config.mk

```make
export PLATFORM = sky130hd
export DESIGN_NAME = Byte
export DESIGN_NICKNAME = Byte
export VERILOG_FILES = /design/flow/design.v
export SDC_FILE = /design/flow/constraint.sdc
export NUM_CORES = 4
export LEC_CHECK = 1
export CORE_UTILIZATION = 50
export SYNTH_HDL_FRONTEND = slang
```

## flow/constraint.sdc

```tcl
current_design Byte

set clk_period 6.1
set clk_io_pct 0.2

create_clock -name clk0 -period $clk_period [get_ports {clk}]

set non_clock_inputs [all_inputs -no_clocks]
set_input_delay [expr $clk_period * $clk_io_pct] -clock clk0 $non_clock_inputs
set_output_delay [expr $clk_period * $clk_io_pct] -clock clk0 [all_outputs]
```

==> impl_metrics.env <==
# source this file to load flow results
export IMPL_rsz0062_at_grt="no"
export IMPL_fin_skew_ns=0.0335
export IMPL_r2r_start="result_reg_1[79]"
export IMPL_ant_nets=0
export IMPL_dr_pass1_iters=7
export IMPL_end_kind="register"
export IMPL_finalClockPeriodUsage_pct=83.5
export IMPL_ios=416
export IMPL_ys_sh_mux_pct=4.51
export IMPL_die_y_um=280
export IMPL_period_minus_slack_ns=5.09
export IMPL_chip_area_um2=78100
export IMPL_gp_congestion=0.986
export IMPL_cts_buffers=47
export IMPL_report_final_hold_viol_count=0
export IMPL_status="finished clean"
export IMPL_max_stage_delay_ns=0.66
export IMPL_drc=0
export IMPL_synth_main_ff_cell="dfxtp_1"
export IMPL_finalNonFillerCells=5663
export IMPL_max_freq_mhz=196
export IMPL_cp_cell_sequence="clkdlybuf4s50_1 -> inv_1 -> ha_1 -> xor2_1 -> ha_1 -> nand2b_1 -> o31a_1 -> ha_1 -> nand2_1 -> a21bo_1 -> ha_1 -> mux2_2 -> ha_1 -> mux2_2 -> ha_1 -> nand2_1 -> xnor2_1 -> a221oi_1 -> nor2_1"
export IMPL_warnings=312
export IMPL_fp_dieW_um=280
export IMPL_simple_gate_share_pct=13.5
export IMPL_synth_flops=408
export IMPL_h_tree_depth=2
export IMPL_ys_sh_aoi_pct=16.5
export IMPL_edf_count=0
export IMPL_synth_cells=4264
export IMPL_overflow=0
export IMPL_areaGrowthSynthToFinish_pct=17.2
export IMPL_xor_share_pct=10.6
export IMPL_relSlewSlack_pct=45.6
export IMPL_netlist_logic_family_top="adder cells"
export IMPL_p_leak_nw=19.5
export IMPL_crit_type="input port to register"
export IMPL_vias=31100
export IMPL_path_max_fanout=5
export IMPL_clock_sinks=408
export IMPL_dpl_cell_count=5572
export IMPL_core_um2=76100
export IMPL_clockBufferDepth=3
export IMPL_final_setup_viol_count=0
export IMPL_crit_top_cell="ha_1"
export IMPL_fp_row_count=101
export IMPL_yosys_area_share_adder_pct=27.7
export IMPL_root_buffer="clkbuf_16"
export IMPL_clk_pin_slew_worst_paths_ns=0.06
export IMPL_cts_tree="done"
export IMPL_avgViaCountPerCell=5.49
export IMPL_io_buffers=413
export IMPL_grt_use_total_pct=30.5
export IMPL_path_depth=19
export IMPL_min_from="result_reg[94]"
export IMPL_hold_depth=1
export IMPL_grt_max_degree=137
export IMPL_path_buffers=2
export IMPL_postSynthSeqShare_pct=21.2
export IMPL_avgSynthCellArea_um2=9.03
export IMPL_cap_viol_max_count=0
export IMPL_synth_top_cell_by_area="dfxtp_1"
export IMPL_power_density_nw_per_um2=217
export IMPL_synthArstFlopShare_pct=0
export IMPL_drt_total_wl_mm=116
export IMPL_synth_cell_types=102
export IMPL_drive_above_1_share_pct=4.52
export IMPL_hold_path_class="register to register"
export IMPL_yosysWarnings=0
export IMPL_hold_buffers=0
export IMPL_fp_util_pct=50.6
export IMPL_dp_hpwl_mm=91.6
export IMPL_final_cell_mix="ha_1, clkdlybuf4s50_1, dfxtp_1"
export IMPL_drtIter0Drc=1813
export IMPL_path_delay_family="adder cells"
export IMPL_top_area_share_pct=21.2
export IMPL_critPathArrivalTime_ns=5.53
export IMPL_layout_top_cell="ha_1"
export IMPL_antenna_found_initial=9
export IMPL_grt_pass1_vias=30200
export IMPL_slew_viol_final=0
export IMPL_synth_stat_cells=4264
export IMPL_tightest_slew_ns=0.814
export IMPL_area_leaders="dfxtp_1, ha_1, fa_1"
export IMPL_synth_area_um2=38500
export IMPL_critical_path_slowest_cell="clkdlybuf4s50_1"
export IMPL_setup_tns_ns=0
export IMPL_ir_drop_v=0.000195
export IMPL_r2r_cells=1
export IMPL_worstPathRequired_ns=6.54
export IMPL_cts_resized=0
export IMPL_yosys_area_um2=38500
export IMPL_postCtsSetupRepairBufs=0
export IMPL_clock_latency_ns=0.60
export IMPL_grt_pass1_wl_mm=176
export IMPL_crit_start="data_ra[97]"
export IMPL_cp_start_kind="input port"
export IMPL_wire_per_inst_um=20.5
through the flow:
stage	utilization (%)	instance area, µm²	hold slack (ns)	setup WS [ns]	total power [mW]
5_1_grt	59.3	45100	0.433	0.720	10.5
3_5_place_dp	57.2	43500	0.410	0.412	6.93
4_1_cts	59.3	45100	0.410	1.03	9.85
6_report	59.3	45100	0.410	1.01	9.79
3_3_place_gp	57.2	43500	0.407	0.459	6.94
2_1_floorplan	-	38500	0.406	1.40	5.85
cell usage after synthesis, types with 14 or more instances:
cell type	n
nor3_1	25
nand2_1	242
inv_1	387
and2_1	156
mux2_2	39
mux2i_1	109
o22ai_1	86
a22oi_1	25
o21ai_1	40
nand2b_1	19
o21ai_0	60
xor2_1	102
nand3_1	33
and3_1	18
a21oi_1	274
o21bai_1	108
clkbuf_1	130
o211ai_1	17
a221oi_1	15
a41oi_1	14
nor2b_1	162
nor2_1	167
a31oi_1	28
or4_1	14
fa_1	176
buf_2	30
ha_1	567
o31ai_1	17
a222oi_1	34
a21o_1	61
mux2_1	17
o221ai_1	18
or3_1	17
dfxtp_1	408
nand4_1	62
xnor2_1	323
kinds of logic (layout without fill, tap and decap cells):
kind of cell	Yosys count	in the layout
simple gates	985	985
compound gates	939	939
fa+ha+maj	746	746
buf+inv	577	940
xor+xnor	442	442
flops	408	408
mux	166	166
other cells	1	7
layer usage:
metal	track usage, %	vias up	wire, µm
met5	0	-	38
met4	7.51	6	3360
met3	6.45	169	8340
met2	48.2	926	52600
met1	43.7	14700	51700
li1	-	15300	-
worst paths after layout:
path                                    endpoint  slack [ns]
worst max register to register      out_data[79]        5.39
worst min-delay path            result_reg_1[94]        0.41
worst max-delay path             result_reg[101]        1.01
worst min register to register  result_reg_1[94]        0.41
layout make-up:
type / count / area, µm²
timing repair buffer: 455 / 4480
fill: 6843 / 30900
tap: 1030 / 1290
inverter: 399 / 1500
sequential: 408 / 8170
clock inverter: 23 / 231
clock buffer: 63 / 1360
multi-input combinational: 3280 / 28100
antenna: 5 / 12.5
power by group:
group	switching, mW	internal, mW
Clock	1.20	1.67
Sequential	0.0000277	2.66
Combinational	2.36	1.90
Power and IR drop assume default switching activity.
